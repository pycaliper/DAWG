File: design.v
module cacheline (
    input clk,
    input reset,
    input os_req,
    input [8-1:0] hitmap,
    input user_req,
    input [32-1:0] addr,
    output reg hit
);
    reg [32-1:0] tags [8-1:0];
    reg [8-1:0] metadata;
    assign metadata_o = metadata;
    reg [8-1:0] valid;
    reg [8-1:0] policy_hitmap;
    assign policy_hitmap_o = policy_hitmap;
    wire [8-1:0] nru_mask;
    assign nru_mask[4] = !policy_hitmap[4];
    assign nru_mask[5] = !policy_hitmap[5];
    assign nru_mask[6] = !policy_hitmap[6];
    assign nru_mask[7] = !policy_hitmap[7];
    assign nru_mask[2] = !policy_hitmap[2];
    assign nru_mask[3] = !policy_hitmap[3];
    assign nru_mask[1] = !policy_hitmap[1];
    assign nru_mask[0] = !policy_hitmap[0];
    reg [3-1:0] victim_way;
    reg [3-1:0] hit_way;
    wire [32-1:0] tags_0;
    wire [32-1:0] tags_1;
    wire [32-1:0] tags_2;
    wire [32-1:0] tags_3;
    wire [32-1:0] tags_4;
    wire [32-1:0] tags_5;
    wire [32-1:0] tags_6;
    wire [32-1:0] tags_7;
    assign tags_0 = tags[0];
    assign tags_1 = tags[1];
    assign tags_2 = tags[2];
    assign tags_3 = tags[3];
    assign tags_4 = tags[4];
    assign tags_5 = tags[5];
    assign tags_6 = tags[6];
    assign tags_7 = tags[7];
    wire [32*8-1:0] all_tags_o;
    assign all_tags_o = {tags_7, tags_6, tags_5, tags_4, tags_3, tags_2, tags_1, tags_0};
    wire [8-1:0] all_valid_o;
    assign all_valid_o = valid;
    task switch_domain;
        input [8-1:0] _hitmap; 
        begin
            policy_hitmap[4] = _hitmap[4];
            policy_hitmap[5] = _hitmap[5];
            policy_hitmap[6] = _hitmap[6];
            policy_hitmap[7] = _hitmap[7];
            policy_hitmap[2] = _hitmap[2];
            policy_hitmap[3] = _hitmap[3];
            policy_hitmap[1] = _hitmap[1];
            policy_hitmap[0] = _hitmap[0];
        end
    endtask
    task flush_cache;
        begin
            if (policy_hitmap[0]) begin
                tags[0] = 0;
                valid[0] = 0;
            end
            if (policy_hitmap[1]) begin
                tags[1] = 0;
                valid[1] = 0;
            end
            if (policy_hitmap[2]) begin
                tags[2] = 0;
                valid[2] = 0;
            end
            if (policy_hitmap[3]) begin
                tags[3] = 0;
                valid[3] = 0;
            end
            if (policy_hitmap[4]) begin
                tags[4] = 0;
                valid[4] = 0;
            end
            if (policy_hitmap[5]) begin
                tags[5] = 0;
                valid[5] = 0;
            end
            if (policy_hitmap[6]) begin
                tags[6] = 0;
                valid[6] = 0;
            end
            if (policy_hitmap[7]) begin
                tags[7] = 0;
                valid[7] = 0;
            end
        end
    endtask
    task update_nru;
        input [3-1:0] hit_ways;
        begin
            if (!nru_mask[hit_ways]) begin
                metadata[hit_ways] = 1;
            end
        end
    endtask
    task find_nru_victim;
        begin
            if (!nru_mask[0] && !metadata[0]) begin
                victim_way = 0;
            end
            else if (!nru_mask[1] && !metadata[1]) begin
                victim_way = 1;
            end
            else if (!nru_mask[2] && !metadata[2]) begin
                victim_way = 2;
            end
            else if (!nru_mask[3] && !metadata[3]) begin
                victim_way = 3;
            end
            else if (!nru_mask[4] && !metadata[4]) begin
                victim_way = 4;
            end
            else if (!nru_mask[5] && !metadata[5]) begin
                victim_way = 5;
            end
            else if (!nru_mask[6] && !metadata[6]) begin
                victim_way = 6;
            end
            else if (!nru_mask[7] && !metadata[7]) begin
                victim_way = 7;
            end else begin
                if (!nru_mask[0]) begin
                    victim_way = 0;
                end else if (!nru_mask[1]) begin
                    victim_way = 1;
                end else if (!nru_mask[2]) begin
                    victim_way = 2;
                end else if (!nru_mask[3]) begin
                    victim_way = 3;
                end else if (!nru_mask[4]) begin
                    victim_way = 4;
                end else if (!nru_mask[5]) begin
                    victim_way = 5;
                end else if (!nru_mask[6]) begin
                    victim_way = 6;
                end else if (!nru_mask[7]) begin
                    victim_way = 7;
                end
            end
            metadata = (nru_mask & metadata);
        end
    endtask
    task check_hit;
        input [32-1:0] _addr;
        begin
            if (valid[0] && tags[0] == _addr && policy_hitmap[0]) begin
                hit = 1;
                hit_way = 0;
            end else if (valid[1] && tags[1] == _addr && policy_hitmap[1]) begin
                hit = 1;
                hit_way = 1;
            end else if (valid[2] && tags[2] == _addr && policy_hitmap[2]) begin
                hit = 1;
                hit_way = 2;
            end else if (valid[3] && tags[3] == _addr && policy_hitmap[3]) begin
                hit = 1;
                hit_way = 3;
            end else if (valid[4] && tags[4] == _addr && policy_hitmap[4]) begin
                hit = 1;
                hit_way = 4;
            end else if (valid[5] && tags[5] == _addr && policy_hitmap[5]) begin
                hit = 1;
                hit_way = 5;
            end else if (valid[6] && tags[6] == _addr && policy_hitmap[6]) begin
                hit = 1;
                hit_way = 6;
            end else if (valid[7] && tags[7] == _addr && policy_hitmap[7]) begin
                hit = 1;
                hit_way = 7;
            end else begin
                hit = 0;
            end
        end
    endtask
    always @(posedge clk) begin
        if (reset) begin
            tags[0] = 0;
            tags[1] = 0;
            tags[2] = 0;
            tags[3] = 0;
            tags[4] = 0;
            tags[5] = 0;
            tags[6] = 0;
            tags[7] = 0;
            metadata = 0;
            valid = 0;
            policy_hitmap = 0;
            victim_way = 0;
            hit_way = 0;
            hit = 0;
        end else if (os_req) begin
            switch_domain(hitmap);
            hit = 0;
        end else if (user_req) begin
            check_hit(addr);
            if (hit) begin
                update_nru(hit_way);
            end else begin
                find_nru_victim();
                update_nru(victim_way);
                tags[victim_way] = addr;
                valid[victim_way] = 1;
            end
        end
    end
endmodule
module miter (
    clk,
    reset1,
    os_req1,
    hitmap1,
    user_req1,
    addr1,
    hit1,
    reset2,
    os_req2,
    hitmap2,
    user_req2,
    addr2,
    hit2,
);
    input clk;
    input reset1;
    input os_req1;
    input [8-1:0] hitmap1;
    input user_req1;
    input [32-1:0] addr1;
    output hit1;
    input reset2;
    input os_req2;
    input [8-1:0] hitmap2;
    input user_req2;
    input [32-1:0] addr2;
    output hit2;
    cacheline a (
        .clk(clk),
        .reset(reset1),
        .os_req(os_req1),
        .hitmap(hitmap1),
        .user_req(user_req1),
        .addr(addr1),
        .hit(hit1),
    );
    cacheline b (
        .clk(clk),
        .reset(reset2),
        .os_req(os_req2),
        .hitmap(hitmap2),
        .user_req(user_req2),
        .addr(addr2),
        .hit(hit2),
    );
    reg [8-1:0] attacker_hitmap;
    reg attacker_domain;
    always @(posedge clk) begin
        attacker_hitmap <= attacker_hitmap;
        attacker_domain <= attacker_domain;
    end
endmodule
File: run.sh
#!/bin/bash
# OpenROAD 26Q1-2900-gdf79404cd8, Yosys 0.63+post, stock flow scripts
make -C /OpenROAD-flow-scripts/flow DESIGN_CONFIG=/design/flow/config.mk WORK_HOME=/design/flow/orfs finish
File: config.mk
export PLATFORM = sky130hd
export DESIGN_NAME = miter
export DESIGN_NICKNAME = miter
export VERILOG_FILES = /design/flow/design.v
export SDC_FILE = /design/flow/constraint.sdc
export NUM_CORES = 4
export LEC_CHECK = 1
export CORE_UTILIZATION = 30
File: constraint.sdc
current_design miter

set clk_period 12.1
set clk_io_pct 0.2

create_clock -name clk0 -period $clk_period [get_ports {clk}]

set non_clock_inputs [all_inputs -no_clocks]
set_input_delay [expr $clk_period * $clk_io_pct] -clock clk0 $non_clock_inputs
set_output_delay [expr $clk_period * $clk_io_pct] -clock clk0 [all_outputs]
==> results.ini <==
[outcome]
status = complete, no violations

[power_and_ir_drop]
powerDensity_nw_per_um2 = 154
peakVddDrop_uv = 147
p_total_w = 0.00533
p_leak_nw = 14.3

[grt]
grtUsageTotal_pct = 16.5
grt_pass1_wl_um = 130000
grt_overflow = 0
grt_pass1_vias = 21500
antenna_found_initial = 2
grt_max_degree = 158

[flow_run]
log.warning_count = 39
drv_cap = 0

[critical_path]
crit_path_end_kind = register
critPathMaxStageDelay_ns = 0.99
crit_fanout = 16
required_ns = 12.63
arrival_ns = 6.82
critPathLaunchType = input port
path_cells = clkdlybuf4s50_1 -> xor2_1 -> nor4_1 -> nand4_1 -> nor4_1 -> o211a_1 -> o31ai_1 -> a21oi_1 -> inv_1 -> ha_1 -> xor2_1 -> nor2_1 -> o311a_1
crit_buf_inv = 2
crit_slowest_cell = clkdlybuf4s50_1
critPathKind = input port to register
path_delay_family = simple AND/OR/NAND/NOR gates

[die]
fp.coreArea_um2 = 102000
die_y_um = 322
initCoreUtil_pct = 30.3
num_rows = 117
die_x_um = 322
dieArea_um2 = 104000
ios = 89

[clock_tree]
cts_buffers = 73
htreeDepth = 3
clock_sinks = 602
cts_tree = yes
cts.repair.resized = 0
ctsRootBufferMaster = clkbuf_16
cts.clk_slew.worst_paths_ns = 0.06
clk_latency_ns = 0.65
post_cts_buffers = 0
cts_hold_buf = 0
cts_buffer_depth = 3

[sta]
fin_setup_tns_ns = 0
slew_violations = 0
period_needed_ns = 6.30
post-route-period-util_pct = 52.0
fin_skew_ns = 0.0473
hold_viol_final = 0
setup_viol = 0
worstMarginPinSlew_ns = 1.14
slew_headroom_pct = 23.6
rsz0062_at_grt = no
fmax_mhz = 159
whs_ns = 0.436

[logic_synthesis]
area_leaders = dfxtp_1, mux2i_1, xor2_1, nor2_1, nand2_1
ys_seq_share_pct = 39.1
top_cell = dfxtp_1
yosys_area_um2 = 30800
top_area_cell = dfxtp_1
synthArstFlopShare_pct = 0
avgSynthCellArea_um2 = 9.01
netlist_top_cells_count = dfxtp_1, nor2_1, mux2i_1
yosys_warnings = 5
syn_area_um2 = 30800
ys_cells = 3418
ff_type = dfxtp_1
synth_flop_count = 602
synth.distinct_cells = 95
synth_cells = 3418
synth-edff-count = 0
top_area_share_pct = 39.1

[placement]
dpl_cell_area_um2 = 32300
port_buffers = 88
place_hpwl_um = 54300
gp_congestion = 0.908

[final_layout]
area.growth.synth_to_final_pct = 12.7
final_area_um2 = 34700
final_layout_size_suffix_gt1_share_pct = 7.51

[route]
wl_met2_um = 38600
routed-via-count = 23100
drt.antenna.violating_nets = 0
wl_per_cell_um = 17.6
wl_met3_um = 5020
drt-met1-wl_um = 38600
num_antenna_cells = 0
drc = 0
first_pass_iters = 5
top_layer = met4
first_iter_violations = 1434
wirelength_um = 84600
via_per_inst = 4.82

[worst_hold_path]
hp-class = register to register

-- tightest hold or removal path, stage by stage, from the launching register on --
cell     delay (ns)
dfxtp_1        0.30
nand2_1        0.05
nand2_1        0.04
-- through the flow --
| stage | instances | util, % | setup slack [ns] |
|---|---|---|---|
| final | 4802 | 34.1 | 5.80 |
| after global routing | 4802 | 34.1 | 5.56 |
| after CTS | 4802 | 34.1 | 5.86 |
| after detailed placement | 4677 | 31.8 | 5.17 |
| after global placement | 4677 | 31.8 | 5.20 |
| after floorplan | 3418 | - | 6.68 |
-- cell usage in the layout (no fill, tap or decap), types with 38 or more instances in the layout --
cell type	count
nor4_1	127
nand4_1	65
buf_4	93
nor2_1	486
xnor2_1	140
mux2i_1	435
nand2_1	352
nor3_1	38
xor2_1	376
dfxtp_1	602
a21oi_1	132
clkdlybuf4s50_1	86
clkbuf_16	74
-- report_power, final --
group	switching [W]	internal, W
clock network	0.000892	0.00132
registers	0.0000925	0.00211
logic	0.000552	0.000368
-- per-layer routing --
metal | vias up | global-route usage [%]
met5 | - | 0
met4 | 0 | 4.10
met1 | 11000 | 23.5
li1 | 11500 | -
met2 | 539 | 25.8
met3 | 130 | 3.53
-- path summary, 6_finish.rpt --
kind | depth (start not counted) | slack [ns] | startpoint | end
hold / removal | 2 | 0.44 | a.victim_way[2] | a.victim_way[2]
setup / recovery | 13 | 5.80 | addr2[17] | b.metadata[6]
setup reg to reg | 12 | 7.87 | a.policy_hitmap[7] | a.tags[5][6]
hold reg to reg | 2 | 0.44 | a.victim_way[2] | a.victim_way[2]
-- sequential cells by signal (all words and copies together), names as in the netlist, 8 cells and up, named ones only --
signal / cells
b.tags: 256
b.policy_hitmap: 8
b.metadata: 8
b.valid: 8
a.valid: 8
a.policy_hitmap: 8
a.tags: 256
a.metadata: 8
-- layout make-up --
| type | count | area, µm² |
|---|---|---|
| well taps | 1368 | 1710 |
| inverters | 30 | 113 |
| repair buffers | 182 | 1610 |
| clock inverters | 26 | 295 |
| clock buffers | 99 | 2120 |
| fillers | 10200 | 67000 |
| multi-input cells | 2495 | 16800 |
| flip-flops and latches | 602 | 12100 |
-- logic make-up (layout without fill, tap and decap cells) --
logic type / count (synthesis) / in the layout / share of synthesized area (%)
compound gates: 289 / 289 / 6.26
xor+xnor: 516 / 516 / 14.7
fa+ha+maj: 18 / 18 / 0.731
buf+inv: 321 / 337 / 6.44
flops: 602 / 602 / 39.1
mux: 435 / 435 / 14.1
simple gates: 1237 / 1237 / 18.7
